[./run.sh]
#!/bin/bash
# OpenROAD 26Q1-2900-gdf79404cd8, Yosys 0.63+post, stock flow scripts
make -C /OpenROAD-flow-scripts/flow DESIGN_CONFIG=/design/flow/config.mk WORK_HOME=/design/flow/orfs finish
[./config.mk]
export PLATFORM = sky130hd
export DESIGN_NAME = Memory_Bank
export DESIGN_NICKNAME = Memory_Bank
export VERILOG_FILES = /design/flow/design.v
export SDC_FILE = /design/flow/constraint.sdc
export NUM_CORES = 4
export LEC_CHECK = 1
export CORE_UTILIZATION = 40
export SYNTH_MEMORY_MAX_BITS = 65536
[./constraint.sdc]
current_design Memory_Bank

set clk_period 5.3
set clk_io_pct 0.2

create_clock -name clk0 -period $clk_period [get_ports {clock}]

set non_clock_inputs [all_inputs -no_clocks]
set_input_delay [expr $clk_period * $clk_io_pct] -clock clk0 $non_clock_inputs
set_output_delay [expr $clk_period * $clk_io_pct] -clock clk0 [all_outputs]
[./design.v]
module Memory_Bank #(
    parameter word_size = 32,         
    parameter addr_width = 8          
)(
    input wire clock,                 
    input wire reset,                 
    input wire rd,                    
    input wire wr,                    
    input wire [addr_width-1:0] addr,  
    input wire [word_size-1:0] data_in,  
    output reg [word_size-1:0] data_out,  
    output reg data_ready             
);
    reg [word_size-1:0] data_memory [0:(2**addr_width)-1];  
    integer i;
    initial begin
        for (i = 0; i < 2**addr_width; i = i + 1) begin
            data_memory[i] = i;  
        end
    end
    always @(posedge clock) begin
        if (wr) begin
            data_memory[addr] <= data_in;   
            data_out <= data_memory[addr];   
        end else if (rd) begin
            data_out <= data_memory[addr];   
        end else begin
            data_out <= data_memory[addr];   
        end
    end
    always @(posedge clock or negedge reset) begin
        if (!reset) begin  
            data_ready <= 0;
        end else begin
            if (wr || rd) begin
                data_ready <= 1;  
            end else begin
                data_ready <= 0;
            end
        end
    end
endmodule
==> reports/metrics.cfg <==
[floorplan]
die-area_mm2=0.776
design.portCount=77
die_y_um=881
fp_util=0.402
core_region_area_mm2=0.769
row_count=322
die_width_um=881

[yosys]
ys_top_cells_by_area=sky130_fd_sc_hd__edfxtp_1, sky130_fd_sc_hd__mux4_2, sky130_fd_sc_hd__a22oi_1
post_synth_num_cell_types=23
ys_area_mm2=0.309
top_area_cell_type_share_of_the_netlist_area=0.796
ys_cells=13100
mappedNetlistArea_mm2=0.309
postSynthRegisterBits=8225
ys_warn_count=1
synthesis.instances=13100
synth-seq-area-share=0.798
synthDominantAreaCellType=sky130_fd_sc_hd__edfxtp_1
syn_area_per_cell_um2=23.6

[timing]
rsz_0062_raised_after_global_routing=false
tightestPinTransition_ns=1.55
post_route_skew_ns=0.0703
timing.max_slew.rel_slack=-0.0348
achievable-frequency_mhz=224
finalWorstPathRequiredPeriod_ns=4.46
timing.final.ws_setup_ns=0.840
report.final.setup_viol=0
final_critical_path_share_of_the_clock_period=0.841
final_max_slew_viol_count=2
hold_viol_final=0

[routing]
drcViolationCount=0
num_vias=146000
drt_pass1_iterations=5
ant_nets=0
totalWireLength_um=892000
detail_route.wl_per_cell_um=35.3
detail_route.iter0.violations=10500
routed_via_density=5.80

[place]
detailedPlace.worstSlack_ns=-0.343
gp_routability_congestion=0.906
placedCellCount=23700
place_hpwl_um=543000
place_area_mm2=0.334
io_buffers=76

[clocking]
cts_tree=yes
cts_root_buf=sky130_fd_sc_hd__clkbuf_16
post_cts_resized=0
cts-htree-levels=6
clockBufferDepth=4
clk_transition_reported_paths_ns=0.06
insertion_delay_ns=1.19
numClockSinks=8225
total_clock_buffers_created_by_cts=814

[setup_path]
cp.required_ns=6.27
critical_path_buf_inv_count=5
criticalPathCategory=input port to register
timing.critical_path.fanout_max=40
cp-start-kind=input port
cp_cell_sequence=clkdlybuf4s50_1, and2_4, buf_12, buf_12, buf_4, a22oi_1, a21oi_1, buf_4, o41ai_2, nand4_1
crit_path_top_delay_cell=sky130_fd_sc_hd__o41ai_2
slowest_delay_ns=1.21
cp_top_delay_family=buffers and inverters
worst_ep_arrival_ns=5.43
setup.worst_path.end_class=register

[status]
status=complete, but fails checks
violations=capacitance limit, slew limit

[layout]
design_area_mm2=0.360
fillCellCount=61000
post_route_cells_drive_above_1_share=0.314
areaGrowthSynthToFinish_pct=16.5
finish.cell_count_without_fillers=25200
finish.utilization=0.468

[hold_path]
hold_class=input port to register

[global_routing]
vias_in_the_first_global_route=161000
largest_net_degree_at_the_start_of_global_routing=105
total_grt_usage=0.255
globalRoute.totalOverflow=0
grt_pass1_wl_um=1250000
number_of_antenna_violations_at_the_first_check_in_global_routing=55

[pwr]
power.static_leakage_nw=110
power_density_mw_per_mm2=374
total_power_mw=135
irDropWorstVdd_mv=0.400

[flow_run]
timing.max_cap.violations=2
warning_count=33

-- flip-flops by register name (all words and copies together) (netlist names) --
| name | flops |
|---|---|
| data_ready | 1 |
| data_memory | 8192 |
| data_out | 32 |
-- stage by stage --
| stage | hold WS (ns) | setup TNS (ns) |
|---|---|---|
| 2_1_floorplan | 0.764 | 0 |
| 3_3_place_gp | 0.977 | -7.16 |
| 3_5_place_dp | 0.994 | -1.58 |
| 4_1_cts | 0.193 | 0 |
| 5_1_grt | 0.252 | 0 |
| 6_report | 0.266 | 0 |
-- power by group --
group	internal, mW	switching, mW
clock network	31.3	24.5
registers	71.7	0.196
logic	2.37	4.60
-- layout make-up --
cell class	instances	area, um^2	area share
well taps	10200	12800	0.0355
clock inverters	450	4180	0.0116
multi-input cells	4067	62100	0.172
flip-flops and latches	8225	247000	0.685
diodes	52	130	0.000361
repair buffers	1201	12600	0.0351
clock buffers	1042	21500	0.0598
inverters	1	3.75	0.0000104
-- worst paths after layout --
kind                                          start                   to  slack [ns]  cells past startpoint
worst min register to register  data_memory[48][11]         data_out[11]        1.00                      5
max in group asynchronous                     reset           data_ready        4.63                      2
worst min-delay path                    data_in[26]  data_memory[34][26]        0.27                      1
worst max-delay path                        addr[3]         data_out[26]        0.84                     10
worst max register to register  data_memory[123][2]          data_out[2]        1.91                      6
min in group asynchronous                     reset           data_ready        0.57                      2
-- worst register-to-register path: stages, from the launching register on --
cell and delay, ns:
sky130_fd_sc_hd__edfxtp_1 0.36, sky130_fd_sc_hd__mux4_2 0.47, sky130_fd_sc_hd__a22oi_1 0.69, sky130_fd_sc_hd__a21oi_1 0.21, sky130_fd_sc_hd__o41ai_2 1.12, sky130_fd_sc_hd__buf_4 0.30
sky130_fd_sc_hd__nand4_1 0.10
-- synthesized netlist by cell type --
cell,instances
sky130_fd_sc_hd__o41ai_1,128
sky130_fd_sc_hd__inv_1,1
sky130_fd_sc_hd__buf_1,71
sky130_fd_sc_hd__nand3_1,13
sky130_fd_sc_hd__nor2b_1,7
sky130_fd_sc_hd__and2_1,3
sky130_fd_sc_hd__dfxtp_1,32
sky130_fd_sc_hd__or2_2,3
sky130_fd_sc_hd__mux4_2,2048
sky130_fd_sc_hd__buf_2,220
sky130_fd_sc_hd__nor3_1,30
sky130_fd_sc_hd__clkbuf_1,497
sky130_fd_sc_hd__or3_1,1
sky130_fd_sc_hd__nand2_1,28
sky130_fd_sc_hd__dfrtp_1,1
sky130_fd_sc_hd__a22oi_1,1024
sky130_fd_sc_hd__edfxtp_1,8192
sky130_fd_sc_hd__nand4_1,32
sky130_fd_sc_hd__nor2_1,232
sky130_fd_sc_hd__buf_6,1
sky130_fd_sc_hd__a21oi_1,512
sky130_fd_sc_hd__nand2b_1,6
sky130_fd_sc_hd__buf_4,7
-- timing repair --
item | 4_1_cts | 5_1_grt
setup buffers | 0 | 0
hold buffers | 1 | 0
hold endpoints to repair | 1 | 0
-- cells by family after synthesis --
| group | synth area share |
|---|---|
| AOI/OAI and AO/OA | 0.0368 |
| muxes | 0.149 |
| and+or+nand+nor | 0.00491 |
| DFF | 0.798 |
| buffers and inverters | 0.0107 |
-- placed cells by master (no fill, tap or decap), types with 8 or more instances in the layout --
cell                              instances
sky130_fd_sc_hd__a21oi_1                512
sky130_fd_sc_hd__a22oi_1               1024
sky130_fd_sc_hd__buf_12                 254
sky130_fd_sc_hd__buf_4                  862
sky130_fd_sc_hd__buf_8                   35
sky130_fd_sc_hd__bufinv_16               52
sky130_fd_sc_hd__clkbuf_1               203
sky130_fd_sc_hd__clkbuf_16              819
sky130_fd_sc_hd__clkbuf_8                20
sky130_fd_sc_hd__clkdlybuf4s50_1         41
sky130_fd_sc_hd__clkinv_1               194
sky130_fd_sc_hd__clkinv_16               17
sky130_fd_sc_hd__clkinv_2               132
sky130_fd_sc_hd__clkinv_8                18
sky130_fd_sc_hd__clkinvlp_4              12
sky130_fd_sc_hd__dfxtp_1                 32
sky130_fd_sc_hd__diode_2                 52
sky130_fd_sc_hd__edfxtp_1              8192
sky130_fd_sc_hd__inv_16                  10
sky130_fd_sc_hd__inv_6                   10
sky130_fd_sc_hd__mux4_2                2048
sky130_fd_sc_hd__nand2_1                 12
sky130_fd_sc_hd__nand2_2                  8
sky130_fd_sc_hd__nand2_4                  8
sky130_fd_sc_hd__nand3_4                  8
sky130_fd_sc_hd__nand4_1                 32
sky130_fd_sc_hd__nor2_4                 228
sky130_fd_sc_hd__nor3_2                  30
sky130_fd_sc_hd__o41ai_1                 18
sky130_fd_sc_hd__o41ai_2                 96
sky130_fd_sc_hd__o41ai_4                 14
-- layer usage --
metal	wire (um)	part of all wire	vias up	track usage
met4	41600	0.047	66	0.0865
met3	182000	0.20	1444	0.230
met5	3020	0.0034	-	0.0220
met1	256000	0.29	75500	0.278
met2	409000	0.46	9835	0.360
li1	-	-	59600	-
Power figures rest on the tool's default switching activity, not on a simulated workload.
